## /design/flow/run.sh

```bash
#!/bin/bash
# OpenROAD 26Q1-2900-gdf79404cd8, Yosys 0.63+post, stock flow scripts
make -C /OpenROAD-flow-scripts/flow DESIGN_CONFIG=/design/flow/config.mk WORK_HOME=/design/flow/orfs finish
```

## /design/flow/config.mk

```make
export PLATFORM = sky130hd
export DESIGN_NAME = MixColumn
export DESIGN_NICKNAME = MixColumn
export VERILOG_FILES = /design/flow/design.v
export SDC_FILE = /design/flow/constraint.sdc
export NUM_CORES = 4
export LEC_CHECK = 1
export CORE_AREA = 10 10 110 110
export DIE_AREA = 0 0 120 120
```

## /design/flow/constraint.sdc

```tcl
current_design MixColumn

set clk_period 2.4
set clk_io_pct 0.2

create_clock -name clk0 -period $clk_period

set non_clock_inputs [all_inputs -no_clocks]
set_input_delay [expr $clk_period * $clk_io_pct] -clock clk0 $non_clock_inputs
set_output_delay [expr $clk_period * $clk_io_pct] -clock clk0 [all_outputs]
```

## /design/flow/design.v

```verilog
module MixColumn(
    input  [31:0] In_Array,
    output [31:0] Out_Array
);
    wire [7:0] a [3:0];
    wire [7:0] b [3:0];  
    wire [7:0] c [3:0];  
    assign {a[3], a[2], a[1], a[0]} = In_Array;
    genvar i;
    generate
        for (i = 0; i < 4; i = i + 1) begin : mix
            assign b[i] = (a[i][7] == 1'b1) ? ((a[i] << 1) ^ 8'h1B) : (a[i] << 1);
            assign c[i] = b[i] ^ a[i];
        end
    endgenerate
    assign Out_Array[31:24] = b[3] ^ c[2] ^ a[1] ^ a[0];  
    assign Out_Array[23:16] = a[3] ^ b[2] ^ c[1] ^ a[0];  
    assign Out_Array[15:8]  = a[3] ^ a[2] ^ b[1] ^ c[0];  
    assign Out_Array[7:0]   = c[3] ^ a[2] ^ a[1] ^ b[0];  
endmodule
```

==> flow_summary_export.csv <==
group,metric,value,unit
run_status,outcome,"complete, no violations",
cells_and_area,syn2layout_area_growth,91.6,%
pwr,p_per_area,326,nW/um^2
worst_setup_path,worstSetupStartpoint,"In_Array[7]",
yosys,ys_cells,82,
worst_setup_path,cp_data_arrival_time,1860,ps
drt,drtPass1Iterations,3,
cells_and_area,postLayoutCoreUtil,26.1,%
placed_design,dp_cells,312,
final_timing,fin_tns_setup,0,ps
yosys,syn_inst,82,
cells_and_area,flop_area,0,um^2
cells_and_area,final_common_cell,"buf_4",
drt,antennaDiodeCount,0,
pwr,p_int,606,uW
floorplan,fp.dieW,120,um
floorplan,die_area,14400,um^2
grt,grt_pass1_vias,1120,
yosys,syn_avg_cell_area,16.2,um^2
worst_setup_path,worstPathRequired,1920,ps
pwr,power.switching,226,uW
yosys,yosys_area,1330,um^2
cells_and_area,most-common-layout-cells,"40 x buf_4, 32 x xnor3_1, 29 x dlygate4sd2_1",
pwr,clkPwrFrac,0,%
floorplan,io_pins,64,
run,warnings,33,
floorplan,fp.coreArea,9770,um^2
final_timing,final.period_utilization,97.7,%
grt,grt_max_degree,6,
pwr,power_frac_seq,0,%
final_timing,max_slew_margin,80.6,%
final_timing,finalSetupViolCount,0,
placed_design,gp_congestion,0.732,
drt,vias,986,
cells_and_area,flops,0,
drt,drt_iter0_drc,27,
cells_and_area,drive_above_1_share,39.5,%
grt,overflow,0,
worst_setup_path,cp-end-kind,"primary output",
worst_setup_path,crit_type,"in -> out",
cells_and_area,fin_area,2550,um^2
yosys,ys_seq_share,0,%
yosys,ys_types,12,
pwr,combPwrFrac,100.0,%
hold_path,hold_class,"in -> out",
grt,grt_pass1_wl,6.38,mm
yosys,syn-cell-area,1330,um^2
drt,vias_per_cell,3.10,
drt,wl_per_cell,13.5,um
final_timing,finalHoldViolations,0,
floorplan,rows,36,
pwr,vdd_drop_max,0.0000865,V
grt,antenna_found_initial,0,
yosys,yosysWarningCount,1,
drt,wl,4.28,mm
floorplan,die_y,120,um
placed_design,dpl_cell_area,2410,um^2
cells_and_area,stdcell_count,318,
worst_setup_path,cp-start-kind,"input pin",
final_timing,rsz0062_at_grt,"no",
pwr,power_leakage,0.00140,uW
placed_design,port_buffers,64,
pwr,switching_share,27.1,%
cells_and_area,clkbuf_count,0,
worst_setup_path,worstPathMaxFanout,5,
final_timing,tightest_slew,291,ps
hold_path,holdPathStages,4,
final_timing,min_period,2340,ps
grt,track_usage,5.75,%
drt,ant_nets,0,
final_timing,final_max_slew_viol_count,0,
cells_and_area,n_fill_cell,1008,
cells_and_area,logic_area,1420,um^2
drt,drc_errors,0,
worst_setup_path,critPathCapture,"Out_Array[0]",
placed_design,dp_hpwl,3.79,mm
floorplan,initCoreUtil,13.6,%
run,cap_viol_max_count,0,
final_timing,fmax,427,MHz
worst max-delay path, stage by stage:
cell and delay, ps:
dlygate4sd2_1 260, buf_12 150, xnor2_4 200, xnor3_1 340
clkdlybuf4s50_1 430
layout make-up:
class / instances / area share (%)
multi-input cells: 77 / 55.8
well taps: 133 / 6.53
repair buffers: 108 / 37.7
how the worst min path moves through the flow:
stage,startpoint,to
6_report,In_Array[28],Out_Array[20]
5_1_grt,In_Array[28],Out_Array[20]
4_1_cts,In_Array[19],Out_Array[3]
through the flow:
step / setup slack (ps) / power [uW] / hold slack, ps
floorplan: 603 / 347 / 1090
global placement: -376 / 883 / 2160
detailed placement: -381 / 880 / 2160
CTS: -52.5 / 864 / 1710
global route: 5.45 / 910 / 1640
finish: 55.6 / 832 / 1560
cells by family after synthesis:
logic type,count (synthesis),share of synthesized area [%]
XOR/XNOR,77,97.6
buffers and inverters,5,2.45
Yosys cell counts:
master / count / area share, %
buf_2: 2 / 0.75
buf_4: 1 / 0.56
buf_6: 1 / 0.85
clkbuf_1: 1 / 0.28
xnor2_1: 17 / 11
xnor2_2: 1 / 1.2
xnor2_4: 1 / 2.1
xnor3_1: 32 / 54
xnor3_4: 1 / 2.0
xor2_1: 16 / 11
xor3_1: 8 / 14
xor3_4: 1 / 2.1
metal layers:
metal,vias to the layer above,track usage [%],part of all wire [%]
met5,-,0,0
met4,0,0,0
met3,0,2.62,10
met2,31,10.0,49
met1,458,6.81,41
li1,497,-,-
power by group through the flow:
stage	clock, uW	combinational [uW]	sequential (uW)
4_1_cts	0	864	0
6_report	0	832	0
5_1_grt	0	910	0
what timing repair did:
item	4_1_cts	5_1_grt
hold buffers	0	0
pin swaps	19	8
endpoints found under the setup margin	32	8
setup buffers	8	0
gates resized	83	16
Power figures rest on the tool's default switching activity, not on a simulated workload.
