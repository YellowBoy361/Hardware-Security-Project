### ./design.v
module Adder(
    input [3:0] a,
    input [3:0] b,
    input carry_in,
    output carry_out,
    output [3:0] sum
);
assign {carry_out, sum} = a + b + carry_in;
endmodule
module UART_Adder(
    input Reset,
    input Clock,
    input i_Rx_Serial,
    output o_Tx_Serial,
    output [2:0] CurrentState
);
reg transmitStart;
reg [7:0] transmitData;
wire transmitActive;
wire transmitDone;
wire receiveStart;
wire [7:0] receiveData;
reg [3:0] a;
reg [3:0] b;
reg carry_in;
wire carry_out;
wire [3:0] sum;
reg [1:0] byte_count;
uart_rx #(.CLKS_PER_BIT(10416)) UART_RX (
    .i_Clock(Clock),
    .i_Rx_Serial(i_Rx_Serial),
    .o_Rx_DV(receiveStart),
    .o_Rx_Byte(receiveData)
);
uart_tx #(.CLKS_PER_BIT(10416)) UART_TX (
    .i_Clock(Clock),
    .i_Tx_DV(transmitStart),
    .i_Tx_Byte(transmitData),
    .o_Tx_Active(transmitActive),
    .o_Tx_Serial(o_Tx_Serial),
    .o_Tx_Done(transmitDone)
);
Adder ADD (
    .a(a),
    .b(b),
    .carry_in(carry_in),
    .carry_out(carry_out),
    .sum(sum)
);
parameter Idle = 3'b000;
parameter Receive = 3'b001;
parameter Pause = 3'b010;
parameter Compute = 3'b011;
parameter Transmit = 3'b100;
parameter Wait = 3'b101;
reg [2:0] State = Idle;  
always @ (posedge Clock) begin
    if (Reset) begin
        a <= 4'b0;
        b <= 4'b0;
        carry_in <= 1'b0;
        transmitStart <= 1'b0;
        transmitData <= 8'b0;
        State <= Idle;
    end else begin
        case (State)
            Idle: begin
                transmitStart <= 0;
                State <= Receive;
            end
            Receive: begin
                if (receiveStart) begin
                    if (byte_count == 0) begin
                        a <= receiveData[3:0];
                        carry_in <= receiveData[4];
                        byte_count <= 1;
                    end else begin
                        b <= receiveData[3:0];
                        byte_count <= 0;
                        State <= Pause;
                    end
                end
            end
            Pause: begin
                State <= Compute;
            end
            Compute: begin
                transmitData <= {3'b000, carry_out, sum};  
                State <= Transmit;
            end
            Transmit: begin
                transmitStart <= 1;
                State <= Wait;
            end
            Wait: begin
                transmitStart <= 0;
                if (transmitDone) begin
                    State <= Idle;
                end
            end
        endcase
    end
end
assign CurrentState = State;
endmodule
module uart_rx 
  #(parameter CLKS_PER_BIT = 10416)  
  (
   input        i_Clock,
   input        i_Rx_Serial,
   output       o_Rx_DV,
   output [7:0] o_Rx_Byte
   );
  parameter s_IDLE         = 3'b000;
  parameter s_RX_START_BIT = 3'b001;
  parameter s_RX_DATA_BITS = 3'b010;
  parameter s_RX_STOP_BIT  = 3'b011;
  parameter s_CLEANUP      = 3'b100;
  reg           r_Rx_Data_R = 1'b1;
  reg           r_Rx_Data   = 1'b1;
  reg [13:0]     r_Clock_Count = 0;
  reg [2:0]     r_Bit_Index   = 0;  
  reg [7:0]     r_Rx_Byte     = 0;
  reg           r_Rx_DV       = 0;
  reg [2:0]     r_SM_Main     = 0;
  always @(posedge i_Clock)
    begin
      r_Rx_Data_R <= i_Rx_Serial;
      r_Rx_Data   <= r_Rx_Data_R;
    end
  always @(posedge i_Clock)
    begin
      case (r_SM_Main)
        s_IDLE :
          begin
            r_Rx_DV       <= 1'b0;
            r_Clock_Count <= 0;
            r_Bit_Index   <= 0;
            if (r_Rx_Data == 1'b0)           
              r_SM_Main <= s_RX_START_BIT;
            else
              r_SM_Main <= s_IDLE;
          end
        s_RX_START_BIT :
          begin
            if (r_Clock_Count == (CLKS_PER_BIT-1)/2)
              begin
                if (r_Rx_Data == 1'b0)
                  begin
                    r_Clock_Count <= 0;   
                    r_SM_Main     <= s_RX_DATA_BITS;
                  end
                else
                  r_SM_Main <= s_IDLE;
              end
            else
              begin
                r_Clock_Count <= r_Clock_Count + 1;
                r_SM_Main     <= s_RX_START_BIT;
              end
          end  
        s_RX_DATA_BITS :
          begin
            if (r_Clock_Count < CLKS_PER_BIT-1)
              begin
                r_Clock_Count <= r_Clock_Count + 1;
                r_SM_Main     <= s_RX_DATA_BITS;
              end
            else
              begin
                r_Clock_Count          <= 0;
                r_Rx_Byte[r_Bit_Index] <= r_Rx_Data;
                if (r_Bit_Index < 7)
                  begin
                    r_Bit_Index <= r_Bit_Index + 1;
                    r_SM_Main   <= s_RX_DATA_BITS;
                  end
                else
                  begin
                    r_Bit_Index <= 0;
                    r_SM_Main   <= s_RX_STOP_BIT;
                  end
              end
          end  
        s_RX_STOP_BIT :
          begin
            if (r_Clock_Count < CLKS_PER_BIT-1)
              begin
                r_Clock_Count <= r_Clock_Count + 1;
                r_SM_Main     <= s_RX_STOP_BIT;
              end
            else
              begin
                r_Rx_DV       <= 1'b1;
                r_Clock_Count <= 0;
                r_SM_Main     <= s_CLEANUP;
              end
          end  
        s_CLEANUP :
          begin
            r_SM_Main <= s_IDLE;
            r_Rx_DV   <= 1'b0;
          end
        default :
          r_SM_Main <= s_IDLE;
      endcase
    end   
  assign o_Rx_DV   = r_Rx_DV;
  assign o_Rx_Byte = r_Rx_Byte;
endmodule  
module uart_tx 
  #(parameter CLKS_PER_BIT = 10416)  
  (
   input       i_Clock,
   input       i_Tx_DV,
   input [7:0] i_Tx_Byte, 
   output      o_Tx_Active,
   output reg  o_Tx_Serial,
   output      o_Tx_Done
   );
  parameter s_IDLE         = 3'b000;
  parameter s_TX_START_BIT = 3'b001;
  parameter s_TX_DATA_BITS = 3'b010;
  parameter s_TX_STOP_BIT  = 3'b011;
  parameter s_CLEANUP      = 3'b100;
  reg [2:0]    r_SM_Main     = 0;
  reg [13:0]    r_Clock_Count = 0;
  reg [2:0]    r_Bit_Index   = 0;
  reg [7:0]    r_Tx_Data     = 0;
  reg          r_Tx_Done     = 0;
  reg          r_Tx_Active   = 0;
  always @(posedge i_Clock)
    begin
      case (r_SM_Main)
        s_IDLE :
          begin
            o_Tx_Serial   <= 1'b1;          
            r_Tx_Done     <= 1'b0;
            r_Clock_Count <= 0;
            r_Bit_Index   <= 0;
            if (i_Tx_DV == 1'b1)
              begin
                r_Tx_Active <= 1'b1;
                r_Tx_Data   <= i_Tx_Byte;
                r_SM_Main   <= s_TX_START_BIT;
              end
            else
              r_SM_Main <= s_IDLE;
          end  
        s_TX_START_BIT :
          begin
            o_Tx_Serial <= 1'b0;
            if (r_Clock_Count < CLKS_PER_BIT-1)
              begin
                r_Clock_Count <= r_Clock_Count + 1;
                r_SM_Main     <= s_TX_START_BIT;
              end
            else
              begin
                r_Clock_Count <= 0;
                r_SM_Main     <= s_TX_DATA_BITS;
              end
          end  
        s_TX_DATA_BITS :
          begin
            o_Tx_Serial <= r_Tx_Data[r_Bit_Index];
            if (r_Clock_Count < CLKS_PER_BIT-1)
              begin
                r_Clock_Count <= r_Clock_Count + 1;
                r_SM_Main     <= s_TX_DATA_BITS;
              end
            else
              begin
                r_Clock_Count <= 0;
                if (r_Bit_Index < 7)
                  begin
                    r_Bit_Index <= r_Bit_Index + 1;
                    r_SM_Main   <= s_TX_DATA_BITS;
                  end
                else
                  begin
                    r_Bit_Index <= 0;
                    r_SM_Main   <= s_TX_STOP_BIT;
                  end
              end
          end  
        s_TX_STOP_BIT :
          begin
            o_Tx_Serial <= 1'b1;
            if (r_Clock_Count < CLKS_PER_BIT-1)
              begin
                r_Clock_Count <= r_Clock_Count + 1;
                r_SM_Main     <= s_TX_STOP_BIT;
              end
            else
              begin
                r_Tx_Done     <= 1'b1;
                r_Clock_Count <= 0;
                r_SM_Main     <= s_CLEANUP;
                r_Tx_Active   <= 1'b0;
              end
          end  
        s_CLEANUP :
          begin
            r_Tx_Done <= 1'b1;
            r_SM_Main <= s_IDLE;
          end
        default :
          r_SM_Main <= s_IDLE;
      endcase
    end
  assign o_Tx_Active = r_Tx_Active;
  assign o_Tx_Done   = r_Tx_Done;
endmodule
### ./run.sh
#!/bin/bash
# OpenROAD 26Q1-2900-gdf79404cd8, Yosys 0.63+post, stock flow scripts
make -C /OpenROAD-flow-scripts/flow DESIGN_CONFIG=/design/flow/config.mk WORK_HOME=/design/flow/orfs finish
### ./config.mk
export PLATFORM = sky130hd
export DESIGN_NAME = UART_Adder
export DESIGN_NICKNAME = UART_Adder
export VERILOG_FILES = /design/flow/design.v
export SDC_FILE = /design/flow/constraint.sdc
export NUM_CORES = 4
export LEC_CHECK = 1
export CORE_UTILIZATION = 30
### ./constraint.sdc
current_design UART_Adder

set clk_period 3.4
set clk_io_pct 0.2

create_clock -name clk0 -period $clk_period [get_ports {Clock}]

set non_clock_inputs [all_inputs -no_clocks]
set_input_delay [expr $clk_period * $clk_io_pct] -clock clk0 $non_clock_inputs
set_output_delay [expr $clk_period * $clk_io_pct] -clock clk0 [all_outputs]
==> results.sh <==
# flow metrics
export IMPL_place_detailed_hpwl_um=4430
export IMPL_ctsResizeCount=0
export IMPL_r2r_setup_slack_ps=1230
export IMPL_critical_path_fanouts_max=8
export IMPL_remaining_overflow_grt=0
export IMPL_cellPowerDensity_mw_per_mm2=506
export IMPL_ant_nets=0
export IMPL_finalMaxSlewViolations=0
export IMPL_rows=41
export IMPL_path_class="register to register"
export IMPL_dieArea_sq_mm=0.0135
export IMPL_ys_cells=366
export IMPL_fmax_mhz=461
export IMPL_worstPathRequired_ps=3370
export IMPL_area_growth_synth_to_final_pct=13.3
export IMPL_max_slew_margin_pct=51.9
export IMPL_grt_total_usage_pct=10.9
export IMPL_tightestPinTransition_ps=719
export IMPL_vias_per_instance=4.84
export IMPL_wire_per_inst_um=11.9
export IMPL_yosys_warnings=3
export IMPL_post_layout_min_period_ps=2170
export IMPL_timing_critical_path_cells="ha_1, a31o_2, nand4_1, and2_1, a211oi_1"
export IMPL_ioPinCount=7
export IMPL_final_hold_violation_count=0
export IMPL_post_synth_tally_of_flip_flops_with_integrated_enable=47
export IMPL_static_leakage_power_uw=0.00157
export IMPL_critPathLaunchType="register"
export IMPL_antenna_cells=0
export IMPL_setup_repair_after_global_routing_missed_its_margin="false"
export IMPL_post_placement_worst_setup_slack_ps=1130
export IMPL_synthArstFlopShare_pct=0
export IMPL_ir_drop_mv=0.250
export IMPL_worstHoldPathCells=0
export IMPL_clkTransAtPathRegs_ps=50
export IMPL_end_kind="register"
export IMPL_setup_ws_ps=1230
export IMPL_cts_root_buffer="sky130_fd_sc_hd__clkbuf_16"
export IMPL_critPathMaxStageDelay_ps=460
export IMPL_floorplan_core_area_sq_mm=0.0127
export IMPL_place_gp_congestion=0.831
export IMPL_io_buffer_count=6
export IMPL_worst_r2r_cell_count=5
export IMPL_power_combinational_fraction_pct=10.0
export IMPL_terminus_of_the_critical_flop_to_flop_path="UART_RX.r_Bit_Index[2]"
export IMPL_skew_ps=6.08
export IMPL_timing_critical_path_buf_inv=0
export IMPL_tritoncts="built"
export IMPL_dieHeight_um=116
export IMPL_grt_start_max_net_pins=21
export IMPL_synthDominantAreaCellType="sky130_fd_sc_hd__edfxtp_1"
export IMPL_synth_flops=75
export IMPL_min_path_type="register to register"
export IMPL_post_cts_repair_setup_buffers=0
export IMPL_cpLargestDelayFamily="AND-OR/OR-AND gates"
export IMPL_timing_rr_start="UART_RX.r_Clock_Count[0]"
export IMPL_drt_wl_total_um=6550
export IMPL_fin_setup_tns_ps=0
export IMPL_syn_inst=366
export IMPL_switchingPower_uw=524
export IMPL_final_layout_top_logic_cells="47 x sky130_fd_sc_hd__edfxtp_1, 38 x sky130_fd_sc_hd__nor2_1, 28 x sky130_fd_sc_hd__dfxtp_1, 24 x sky130_fd_sc_hd__nand2_1, 24 x sky130_fd_sc_hd__a21oi_1"
export IMPL_postSynthAreaPerCell_sq_um=10.7
export IMPL_initialDrtViolationCount=169
export IMPL_status="completed"
export IMPL_grt_pass1_vias=2540
export IMPL_cts_htree_levels=3
export IMPL_yosys_top_cells_area="sky130_fd_sc_hd__edfxtp_1 36%, sky130_fd_sc_hd__dfxtp_1 14%, sky130_fd_sc_hd__nor2_1 3.7%"
export IMPL_power_report_internal_total_uw=1710
export IMPL_warning_count=27
export IMPL_grt_pass1_wl_um=11500
export IMPL_max_clock_path_buffers=2
export IMPL_cpMaxStageDelayCell="sky130_fd_sc_hd__a211oi_1"
export IMPL_timing_critical_path_depth=5
export IMPL_share_clk_of_total_power_pct=41.6
export IMPL_power_switching_fraction_pct=23.4
export IMPL_sequential_share_of_power_pct=48.5
export IMPL_lay_top_count="sky130_fd_sc_hd__edfxtp_1"
export IMPL_cap_violations=0
export IMPL_post_synth_instance_area_sq_mm=0.00390
export IMPL_cts_sink_count=75
export IMPL_drc=0
export IMPL_setup_violations=0
export IMPL_antenna_found_initial=0
export IMPL_post_cts_hold_buffer_count=0
export IMPL_min_delay_worst_endpoint="UART_RX.r_Rx_Data"
export IMPL_post_route_cells_drive_above_1_share_pct=9.02
export IMPL_cts_inserted_buffers=9
export IMPL_clk_latency_ps=330
export IMPL_synthFlopType="sky130_fd_sc_hd__edfxtp_1"
export IMPL_yosysSeqAreaShare_pct=50.5
export IMPL_critPathArrivalTime_ps=2140
export IMPL_synth_largest_type_area_fraction_pct=36.2
export IMPL_layout_worst_path_cycle_share_pct=63.8
export IMPL_floorplan_die_width_um=116
export IMPL_initial_utilization_pct=30.8
export IMPL_via_count=2658
export IMPL_yosys_cell_types_count=61
export IMPL_hold_path_startpoint="UART_RX.r_Rx_Data_R"
export IMPL_yosysChipArea_sq_mm=0.00390
export IMPL_drtPass1Iterations=5
-- cells in the mapped netlist, types with 3 or more instances --
library cell,instances
sky130_fd_sc_hd__a211o_1,3
sky130_fd_sc_hd__a211oi_1,7
sky130_fd_sc_hd__a21o_1,3
sky130_fd_sc_hd__a21oi_1,24
sky130_fd_sc_hd__and2_1,7
sky130_fd_sc_hd__and3_1,7
sky130_fd_sc_hd__buf_2,5
sky130_fd_sc_hd__clkbuf_1,6
sky130_fd_sc_hd__dfxtp_1,28
sky130_fd_sc_hd__edfxtp_1,47
sky130_fd_sc_hd__ha_1,10
sky130_fd_sc_hd__inv_1,19
sky130_fd_sc_hd__mux2_2,4
sky130_fd_sc_hd__mux2i_1,10
sky130_fd_sc_hd__nand2_1,24
sky130_fd_sc_hd__nand2b_1,3
sky130_fd_sc_hd__nand3_1,12
sky130_fd_sc_hd__nand4_1,10
sky130_fd_sc_hd__nor2_1,38
sky130_fd_sc_hd__nor3_1,7
sky130_fd_sc_hd__nor3b_1,4
sky130_fd_sc_hd__o211ai_1,3
sky130_fd_sc_hd__o21ai_0,9
sky130_fd_sc_hd__o31ai_1,3
sky130_fd_sc_hd__xnor2_1,10
sky130_fd_sc_hd__xor2_1,16
-- metrics by stage --
step | total power (uW) | util [%] | cells | hold WS (ps) | area, sq um
4_1_cts | 2260 | 34.9 | 549 | 335 | 4420
5_1_grt | 2340 | 34.9 | 549 | 345 | 4420
3_5_place_dp | 1320 | 32.6 | 533 | 322 | 4130
2_1_floorplan | 1250 | - | 366 | 310 | 3900
6_report | 2230 | 34.9 | 549 | 335 | 4420
3_3_place_gp | 1310 | 32.6 | 533 | 317 | 4130
-- routing by layer --
| layer | GRT usage [%] | up-vias | wire length [um] |
|---|---|---|---|
| met5 | 0 | - | 0 |
| li1 | - | 1351 | - |
| met2 | 16.9 | 53 | 2880 |
| met3 | 3.30 | 8 | 337 |
| met1 | 15.9 | 1246 | 3230 |
| met4 | 1.71 | 0 | 95 |
-- how the worst max path moves through the flow --
stage,from,to,slack (ps)
finish,UART_RX.r_Clock_Count[0],UART_RX.r_Bit_Index[2],1230
global route,UART_RX.r_Clock_Count[0],UART_RX.r_Clock_Count[1],1040
CTS,UART_RX.r_Clock_Count[0],UART_RX.r_Bit_Index[2],1230
-- worst register-to-register path, delay by kind of cell (launching register included) --
kind / cells / cell delay [ps]
AND-OR/OR-AND: 2 / 670
adder cells (fa/ha/maj): 1 / 340
flip-flops: 1 / 360
AND/OR/NAND/NOR: 2 / 450
-- power groups by stage --
stage | registers (uW) | logic (uW) | clock network (uW)
global route | 1100 | 253 | 987
finish | 1080 | 223 | 929
CTS | 1080 | 225 | 955
-- registers in the layout, summed over array words and instances (netlist names), 2 cells and up --
signal	flops
byte_count	2
UART_RX.r_Clock_Count	14
b	4
UART_RX.r_SM_Main	3
UART_TX.r_Clock_Count	14
UART_RX.r_Bit_Index	3
UART_TX.r_Bit_Index	3
UART_TX.r_SM_Main	3
UART_RX.r_Rx_Byte	5
a	4
UART_TX.r_Tx_Data	5
transmitData	5
State	3
-- final cells by class --
type                       count  area (sq um)
clock buffer                  10           239
clock inverter                 6          55.1
inverter                      19          71.3
multi-input combinational    260          1800
tap                          172           215
fill                        1258          8250
sequential                    75          1970
timing repair buffer           7          67.6
-- cells by family (layout without fill, tap and decap cells) --
kind of cell,after synthesis,after routing,synth area share [%]
multiplexers,16,16,4.68
flip-flops,75,75,50.5
AND/OR/NAND/NOR,138,138,19.2
adder cells (fa/ha/maj),12,12,4.23
buffers and inverters,31,42,3.34
XOR/XNOR,26,26,5.84
AND-OR/OR-AND,68,68,12.2
Power is estimated from default activity; no workload was simulated.
