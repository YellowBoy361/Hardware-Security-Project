[design/flow/run.sh]
#!/bin/bash
# OpenROAD 26Q1-2900-gdf79404cd8, Yosys 0.63+post, stock flow scripts
make -C /OpenROAD-flow-scripts/flow DESIGN_CONFIG=/design/flow/config.mk WORK_HOME=/design/flow/orfs finish
[design/flow/config.mk]
export PLATFORM = sky130hd
export DESIGN_NAME = KeyAddition
export DESIGN_NICKNAME = KeyAddition
export VERILOG_FILES = /design/flow/design.v
export SDC_FILE = /design/flow/constraint.sdc
export NUM_CORES = 4
export LEC_CHECK = 1
export CORE_AREA = 10 10 154 154
export DIE_AREA = 0 0 164 164
[design/flow/constraint.sdc]
current_design KeyAddition

set clk_period 1.0
set clk_io_pct 0.2

create_clock -name clk0 -period $clk_period

set non_clock_inputs [all_inputs -no_clocks]
set_input_delay [expr $clk_period * $clk_io_pct] -clock clk0 $non_clock_inputs
set_output_delay [expr $clk_period * $clk_io_pct] -clock clk0 [all_outputs]
[design/flow/design.v]
`timescale 1ns / 1ps
module KeyAddition(
    input  [127:0] state_in,
    input  [127:0] round_key,
    output [127:0] state_out
);
    assign state_out = state_in ^ round_key;
endmodule
==> results.toml <==
# yosys + openroad results
[critical_path]
crit_slowest_cell = "sky130_fd_sc_hd__dlygate4sd2_1"
cp-end-kind = "output port"
crit_path_max_fanout = 1
combined_buffer_and_inverter_count_along_the_critical_path = 2
worst-endpoint-required_ns = 0.80
arrival_ns = 0.78
critPathKind = "primary input to output port"
start_kind = "primary input"
cp_slowest_stage_delay_ns = 0.24
critPathTopFamily = "buffers and inverters"
worstPathCellList = "dlygate4sd2_1 > xor2_1 > buf_2"

[die]
die_w_um = 164
die_y_um = 164
io-pin-count = 384
die_area_sq_um = 26900
floorplan.initialDensity_pct = 5.52
row_count = 52
core_region_area_sq_um = 20300

[finish]
finish.instance_area_sq_um = 4410
drive_gt1_share_pct = 27.0
postLayoutCoreUtil_pct = 21.7
layout_top_cell = "sky130_fd_sc_hd__dlygate4sd2_1"
sequential_cell_total = 0
filler_cell_count = 2452
final_cell_mix = "sky130_fd_sc_hd__dlygate4sd2_1 (245), sky130_fd_sc_hd__buf_2 (128), sky130_fd_sc_hd__xor2_1 (121)"
layout_overhead_on_the_synthesized_area_pct = 294
layout_clock_buffer_count = 0
seq_cell_area_sq_um = 0

[detailed_routing]
detailedRoute.firstPassIterationCount = 3
dr_total_vias = 2250
wl_per_cell_um = 15.5
detail_route.drc_violations = 0
wirelength_um = 12100
vias_per_cell = 2.87
antenna_violating_nets_post_route = 0
first_iter_violations = 38

[synth]
synth.largest_area_cell = "sky130_fd_sc_hd__xor2_1"
adder_share_pct = 0
synth.yosys.num_cells = 128
post_synth_cell_types = 1
yosys.area.top_type_share_pct = 100
yosysWarnings = 0
ys_chip_area_sq_um = 1120
synth-simple-area-share_pct = 0
yosys.stat.seqShare_pct = 0
main_logic_family_after_synthesis = "XOR/XNOR gates"
synth_xor_xnor_area_share_pct = 100
syn-mean-instance-area_sq_um = 8.76
synthMuxAreaShare_pct = 0
synthCells = 128
yosys.area_share.aoi_pct = 0
mappedNetlistArea_sq_um = 1120
topCellsByArea = "sky130_fd_sc_hd__xor2_1 (100%)"

[clocking]
cts_hold_repair.buffers = 0

[grt]
antenna_found_initial = 1
first_pass_grt_wire_length_um = 16100
largest_net_degree_at_the_start_of_global_routing = 2
grt_usage_pct = 7.85
vias_in_the_first_global_route = 2564
grt-ovfl-total = 0

[timing]
setup_viol = 0
rsz_0062_raised_after_global_routing = "false"
timing.final.max_slew_violations = 0
hold_viol = 0
fin_crit_sh_pct = 97.8
tightest_slew_ns = 0.203
period_needed_ns = 0.978
fmax_mhz = 1020
slew_headroom_pct = 86.5

[min_path]
holdCritPathClass = "primary input to output port"

[outcome]
status = "completed"

[power_and_ir_drop]
static_power_due_to_leakage_nw = 2.40
peakVddDrop_mv = 0.0799
pwr_density_cell_nw_per_um2 = 353
finalPower_mw = 1.56

[placement]
port-buffer-count = 384
postPlaceCellArea_sq_um = 5310
routabilityCongestion = 0.852
dp_hpwl_um = 11700

[job]
number_of_warnings_in_the_stage_logs = 32
drv_cap = 0
-- worst paths after layout --
check | start | endpoint | slack [ns] | cells past startpoint
worst max-delay path | state_in[105] | state_out[105] | 0.02 | 3
worst min-delay path | state_in[42] | state_out[42] | 0.72 | 3
-- stage by stage --
| step | instances | setup TNS, ns | setup slack, ns | hold slack (ns) |
|---|---|---|---|---|
| after global placement | 783 | -68.30 | -0.803 | 1.33 |
| after CTS | 782 | 0 | 0.00198 | 0.738 |
| after detailed placement | 783 | -68.37 | -0.797 | 1.33 |
| final | 783 | 0 | 0.0219 | 0.715 |
| after global routing | 783 | 0 | 0.000467 | 0.746 |
| after floorplan | 128 | 0 | 0.481 | 0.425 |
-- tightest hold or removal path: cells and delay by family --
family | cells | cell delay [ns]
XOR/XNOR | 1 | 0.09
buffers and inverters | 2 | 0.22
-- layout make-up --
class	count	area, sq um	share of cell area, %
timing repair buffer	384	2900	65.7
antenna	1	2.50	0.0567
tap	270	338	7.65
multi-input combinational	128	1170	26.6
-- power by group --
part            total [mW]  internal, mW  switching, mW
Clock          0.000000134   0.000000134              0
Sequential               0             0              0
Combinational         1.56          1.06          0.501
Total                 1.56          1.06          0.501
-- kinds of logic after synthesis --
group and count (synthesis):
xor+xnor 128
-- timing repair --
action | 4_1_cts | 5_1_grt
pin swaps | 121 | 4
setup endpoints to repair | 128 | 6
resized | 670 | 4
buffers inserted | 0 | 0
-- synth_stat cells, drive strengths merged --
library cell  instances
xor2                128
-- layer usage --
metal  routed length [um]  share of wire, %  vias up  track usage, %
li1                     -                 -     1147               -
met1                 3980                33      912            7.76
met2                 6560                54      191            15.4
met3                 1600                13        0            3.51
met4                    0                 0        0               0
met5                    0                 0        -               0
Power is estimated from default activity; no workload was simulated.
